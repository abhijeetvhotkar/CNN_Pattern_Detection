`./config.mk`:
```
export PLATFORM = sky130hd
export DESIGN_NAME = convolution
export DESIGN_NICKNAME = convolution
export VERILOG_FILES = /design/flow/design.v
export SDC_FILE = /design/flow/constraint.sdc
export NUM_CORES = 4
export LEC_CHECK = 1
export CORE_UTILIZATION = 40
```
`./constraint.sdc`:
```
current_design convolution

set clk_period 11.1
set clk_io_pct 0.2

create_clock -name clk0 -period $clk_period [get_ports {clk}]

set non_clock_inputs [all_inputs -no_clocks]
set_input_delay [expr $clk_period * $clk_io_pct] -clock clk0 $non_clock_inputs
set_output_delay [expr $clk_period * $clk_io_pct] -clock clk0 [all_outputs]
```
`./design.v`:
```
`timescale 1ns / 1ps
module convolution(
  	input clk,
	input signed [8:0] in1,  
	input signed [8:0] in2,
	input [8:0] height,
	input [8:0] width,
	input rst,
	input en,
	input clear,
	output reg [20:0] out,
	output reg done
    );
	reg signed [26:0] data;
	reg [9:0] counter;
	always@(posedge clk) begin
		if(rst || clear)
			counter <= 0;
		else if(en) begin
			if(counter < (height*width)) begin
				counter <= counter + 1;
			end
			else begin
				counter <= 1;
			end
		end
	end
	always@(posedge clk) begin
		if(rst || clear) begin
			data <= 0;
			done <= 0;
		end
		else if(en) begin
			if(counter < (height*width)) begin
				data <= data + in1*in2;
				done <= 0;
			end
			else begin
				if(data > 1048575)
					out <= 1048575;
				else if (data < -1048576) 
					out <= -1048576;
				else
					out <= data; 
				data <= in1*in2;
				done <= 1; 
			end
		end
	end
endmodule
```
`./run.sh`:
```
#!/bin/bash
# OpenROAD 26Q1-2900-gdf79404cd8, Yosys 0.63+post, stock flow scripts
make -C /OpenROAD-flow-scripts/flow DESIGN_CONFIG=/design/flow/config.mk WORK_HOME=/design/flow/orfs finish
```
==> metrics.yaml <==
run_status:
  run_status: "finished, final reports clean"
synth:
  yosys_register_bits: 59
  synthesis.instances: 917
  ys_types: 56
  postSynth.asyncResetShare_pct: 0
  yosys.stat.seqShare_pct: 16.88
  count_of_warnings_emitted_by_yosys: 1
  predominant_post_synthesis_flop_cell: "sky130_fd_sc_hd__dfxtp_1"
  syn_area_cell_um2: 8.989
  edff_count_synth: 21
  mappedNetlistArea_um2: 8243
  synth.yosys.num_cells: 917
  ys_area_um2: 8243
sta:
  tns_ns: 0
  report.final.slew_viol_count: 0
  rsz0062_at_grt: "false"
  max_slew_headroom_at_the_worst_pin_pct: 64.29
  worst_slew_pin_slew_ns: 0.5289
  timing.final.hold_violations: 0
  finalWorstPathRequiredPeriod_ns: 9.316
  finalClockPeriodUsage_pct: 83.93
  fmax_ghz: 0.1073
  timing.clock.skew_ns: 0.01225
  setup_violations: 0
die:
  placement_rows: 52
  die_w_um: 145.6
  boundary_pin_count: 62
  die_area_um2: 21180
  fp.coreArea_um2: 20230
  die_h_um: 145.6
  floorplanUtilization_pct: 40.74
clock_tree:
  cts_root_buf: "sky130_fd_sc_hd__clkbuf_16"
  numCtsBuffers: 9
  insertion_delay_ns: 0.34
  hold_bufs_at_cts: 0
  post_cts_resize_count: 0
  cts_tree: "done"
  worst_setup_hold_path_clk_slew_ns: 0.06
  cts.sinks: 59
  cts-root-to-sink-buffers: 2
  cts_post_setup_buffers_inserted: 0
  cts.htree.levels: 3
worst_setup_path:
  cp.arrival_ns: 9.52
  crit_slowest_cell: "sky130_fd_sc_hd__clkdlybuf4s50_1"
  crit_fanout: 14
  timing_worst_setup_path_type: "in -> reg"
  cp-startpoint: "in2[0]"
  timing.critical_path.max_delay_family: "adder cells"
  largest_stage_delay_on_the_critical_path_ns: 0.59
  r2r_cells: 10
  critPathRequiredTime_ns: 11.31
  r2r-end: "data[25]"
  critPathCapture: "data[26]"
  worst-path-buf-inv: 5
  worstReg2RegStart: "data[8]"
  setup.reg_to_reg.worst_slack_ns: 8.07
  timing.critical_path.from_type: "primary input"
  critical_path.endpoint_type: "flop"
  worst-path-stages: 26
detailed_routing:
  drt_drc_violations_left: 0
  drtIter0Drc: 268
  first_pass_iters: 6
  final_antenna_net_count: 0
  post_drt_via_cell_ratio: 4.984
  n_antenna_cell: 0
  drt-total-wl_um: 16780
  vias: 6200
  routed_wire_length_per_instance_um: 13.49
global_routing:
  grt_max_degree: 56
  grt_first_pass_wirelength_um: 29780
  antenna_found_initial: 0
  globalRouteTotalUtil_pct: 17.66
  remaining_global_route_overflow: 0
  grt_pass1_vias: 6305
place:
  finalWeightedCongestion: 0.8832
  post_dp_cell_area_um2: 9131
  dpl.hpwl_um: 13580
  io_port_bufs: 61
flow_run:
  maxCapViolCount: 0
  warnings: 28
cells_and_area:
  post-route-cell-area_um2: 9438
  area_growth_synth_to_finish_pct: 14.50
  drive_gt1_share_pct: 3.696
worst_hold_path:
  timing.hold.worst.class: "reg -> reg"
-- cells in the final DEF (no fill, tap or decap), types with 4 or more instances in the layout --
cell / instances
sky130_fd_sc_hd__a211oi_1: 12
sky130_fd_sc_hd__a21o_1: 36
sky130_fd_sc_hd__a21oi_1: 49
sky130_fd_sc_hd__a31oi_1: 5
sky130_fd_sc_hd__and2_1: 57
sky130_fd_sc_hd__and3_1: 5
sky130_fd_sc_hd__buf_4: 6
sky130_fd_sc_hd__clkbuf_16: 9
sky130_fd_sc_hd__clkdlybuf4s50_1: 60
sky130_fd_sc_hd__dfxtp_1: 38
sky130_fd_sc_hd__edfxtp_1: 21
sky130_fd_sc_hd__fa_1: 96
sky130_fd_sc_hd__ha_1: 95
sky130_fd_sc_hd__inv_1: 121
sky130_fd_sc_hd__inv_6: 4
sky130_fd_sc_hd__mux2i_1: 15
sky130_fd_sc_hd__nand2_1: 95
sky130_fd_sc_hd__nand2b_1: 6
sky130_fd_sc_hd__nand3_1: 10
sky130_fd_sc_hd__nand4_1: 9
sky130_fd_sc_hd__nor2_1: 44
sky130_fd_sc_hd__nor2b_1: 12
sky130_fd_sc_hd__nor3_1: 6
sky130_fd_sc_hd__o21a_1: 5
sky130_fd_sc_hd__o21ai_0: 39
sky130_fd_sc_hd__o21bai_1: 5
sky130_fd_sc_hd__or3_1: 5
sky130_fd_sc_hd__xnor2_1: 41
sky130_fd_sc_hd__xor2_1: 23
-- registers in the layout (all words and copies together) (netlist names) --
name     flops
done         1
out         21
data        27
counter     10
-- layer usage --
metal / vias up / track usage [%] / part of all wire (%)
li1: 3153 / - / -
met1: 2924 / 26.81 / 48
met2: 112 / 28.34 / 46
met3: 11 / 3.424 / 4.3
met4: 0 / 1.579 / 1.1
met5: - / 0 / 0
-- synth_stat cells, types with 6 or more instances --
master / n / area, µm²
sky130_fd_sc_hd__dfxtp_1: 38 / 760.7
sky130_fd_sc_hd__edfxtp_1: 21 / 630.6
sky130_fd_sc_hd__fa_1: 96 / 1922
sky130_fd_sc_hd__mux2i_1: 15 / 150.1
sky130_fd_sc_hd__a21o_1: 36 / 270.3
sky130_fd_sc_hd__inv_1: 121 / 454.2
sky130_fd_sc_hd__ha_1: 95 / 1189
sky130_fd_sc_hd__nand2_1: 95 / 356.6
sky130_fd_sc_hd__clkbuf_1: 22 / 82.58
sky130_fd_sc_hd__nand2b_1: 6 / 37.54
sky130_fd_sc_hd__xnor2_1: 41 / 359.1
sky130_fd_sc_hd__nand3_1: 10 / 50.05
sky130_fd_sc_hd__nand4_1: 9 / 56.30
sky130_fd_sc_hd__xor2_1: 23 / 201.4
sky130_fd_sc_hd__nor3_1: 6 / 30.03
sky130_fd_sc_hd__nor2_1: 45 / 168.9
sky130_fd_sc_hd__a21oi_1: 49 / 245.2
sky130_fd_sc_hd__o21ai_0: 40 / 200.2
sky130_fd_sc_hd__and2_1: 57 / 356.6
sky130_fd_sc_hd__nor2b_1: 12 / 75.07
sky130_fd_sc_hd__a211oi_1: 12 / 90.09
-- worst register-to-register path, delay by kind of cell (launching register included) --
kind | cells | cell delay (ns)
adder cells (fa/ha/maj) | 1 | 0.37
flip-flops | 1 | 0.32
AND-OR/OR-AND | 6 | 1.54
multiplexers | 1 | 0.33
AND/OR/NAND/NOR | 2 | 0.42
-- final cells by class --
type | instances | area, µm²
Tap cell | 270 | 337.8
Multi-Input combinational cell | 710 | 6294
Sequential cell | 59 | 1391
Clock buffer | 9 | 225.2
Timing Repair Buffer | 67 | 650.6
Clock inverter | 7 | 81.33
Inverter | 122 | 457.9
Fill cell | 1927 | 10800
-- worst min-delay path by stage --
stage	end	cells past startpoint	slack [ns]	from
final	data[4]	2	0.51	data[4]
after CTS	data[11]	2	0.51	data[11]
after global routing	data[5]	2	0.54	data[5]
-- kinds of logic after synthesis --
logic type	count (synthesis)	share of synthesized area, %
AND/OR/NAND/NOR	262	15.59
adder cells (fa/ha/maj)	191	37.74
AND-OR/OR-AND	176	14.10
buffers and inverters	148	6.800
XOR/XNOR	64	6.800
flip-flops	59	16.88
multiplexers	17	2.095
-- through the flow --
step / std cells / utilization (%) / worst slack, ns / hold WS [ns]
2_1_floorplan: 917 / - / 2.608 / 0.4394
3_3_place_gp: 1228 / 45.13 / 1.585 / 0.4934
3_5_place_dp: 1228 / 45.13 / 1.428 / 0.5025
4_1_cts: 1244 / 46.64 / 1.762 / 0.5136
5_1_grt: 1244 / 46.64 / 1.140 / 0.5409
6_report: 1244 / 46.64 / 1.784 / 0.5113
