===== flow/run.sh =====
#!/bin/bash
# OpenROAD 26Q1-2900-gdf79404cd8, Yosys 0.63+post, stock flow scripts
make -C /OpenROAD-flow-scripts/flow DESIGN_CONFIG=/design/flow/config.mk WORK_HOME=/design/flow/orfs finish

===== flow/config.mk =====
export PLATFORM = sky130hd
export DESIGN_NAME = address_l2
export DESIGN_NICKNAME = address_l2
export VERILOG_FILES = /design/flow/design.v
export SDC_FILE = /design/flow/constraint.sdc
export NUM_CORES = 4
export LEC_CHECK = 1
export CORE_UTILIZATION = 40

===== flow/constraint.sdc =====
current_design address_l2

set clk_period 17.9
set clk_io_pct 0.2

create_clock -name clk0 -period $clk_period [get_ports {clk}]

set non_clock_inputs [all_inputs -no_clocks]
set_input_delay [expr $clk_period * $clk_io_pct] -clock clk0 $non_clock_inputs
set_output_delay [expr $clk_period * $clk_io_pct] -clock clk0 [all_outputs]

===== flow/design.v =====
`timescale 1ns / 1ps
module address_l2(
	input clk,
	input rst,
	input en,
	input [8:0] ht_sm,
	input [8:0] ht_lg,
	input [8:0] wt_sm,
	input [8:0] wt_lg,
	input [9:0] count1,
	input [8:0] factor,
	output [17:0] address_lg,
	output reg conv_done
    );
	wire [8:0] addrx, addry;
	reg [8:0] ADDRX, ADDRY;
	reg [8:0] OFFSET_X1, OFFSET_Y1, OFFSET_X2, OFFSET_Y2;
	wire [9:0] limit1;
	wire [9:0] limit2;
	assign limit1 = ht_sm*wt_sm-1;
	assign limit2 = factor*factor-1;
	assign addrx = ADDRX + OFFSET_X1 + OFFSET_X2;
	assign addry = ADDRY + OFFSET_Y1 + OFFSET_Y2;
	assign address_lg = addrx + addry*wt_lg;
	reg [9:0] count2;
	always @(posedge clk) begin
		if (rst) begin
			count2 <= 0;
		end
		else if (en) begin
			if(count1 == limit1) begin
				if(count2 < limit2) begin
					count2 <= count2 + 1;
				end
				else 
					count2 <= 0;
			end
		end
	end
	always@(posedge clk) begin
		if(rst) begin
			ADDRX <= 0;
			ADDRY <= 0;
			OFFSET_X1 <= 0;
			OFFSET_Y1 <= 0;
			OFFSET_X2 <= 0;
			OFFSET_Y2 <= 0;
			conv_done <= 0; 
		end
		else if(en) begin
			if(ADDRX < (wt_sm-1)) begin
				ADDRX <= ADDRX + 1;
				conv_done <= 0;
			end
			else begin
				ADDRX <= 0;
				if(ADDRY < (ht_sm-1)) begin
					ADDRY <= ADDRY + 1;
				end
				else begin
					ADDRY <= 0;
				end
			end
			if (count1==limit1) begin
				if(OFFSET_X1 < factor-1) begin
					OFFSET_X1 <= OFFSET_X1 + 1;
				end
				else begin
					OFFSET_X1 <= 0;
					if(OFFSET_Y1 < factor-1) begin
						OFFSET_Y1 <= OFFSET_Y1 + 1;
					end
					else begin
						OFFSET_X1 <= 0;
						OFFSET_Y1 <= 0;
					end
				end
				if (count2==limit2) begin
					if(OFFSET_X2 < (wt_lg-wt_sm-factor*2+1)) begin
						OFFSET_X2 <= OFFSET_X2 + factor;
					end
					else begin
						OFFSET_X2 <= 0;
						if(OFFSET_Y2 < (ht_lg-ht_sm-factor*2+1)) begin
							OFFSET_Y2 <= OFFSET_Y2 + factor;
						end
						else begin
							ADDRX <= 0;
							ADDRY <= 0;
							OFFSET_X1 <= 0;
							OFFSET_Y1 <= 0;
							OFFSET_Y2 <= 0;
							conv_done <= 1;
						end
					end
				end
			end
		end
	end
endmodule

==> impl_metrics.csv <==
group,metric,value,unit
routing,drt-initial-drc-count,559,
routing,drtPass1Iterations,5,
run,warnings,30,
routing,drc,0,
synthesis,synthSimpleGateAreaFrac,0.176,
global_route,grt_antenna_before_repair,0,
setup_path,worstSetupPathType,"input port to primary output",
timing,hold_violations,0,
setup_path,path_delay_family,"adder cells",
place,pre_cts_ws,4.90,ns
synthesis,yosys_cells,1617,
floorplanning,row_count,67,
synthesis,aoi_share,0.131,
synthesis,top_logic_kind,"adder cells",
routing,vias_per_cell,5.16,
routing,drt_wl_total,32700,um
global_route,overflow,0,
layout,seq_area,0.00130,mm2
global_route,grt_pass1_wl,55100,um
layout,final_layout_size_suffix_gt1_frac,0.0358,
timing,max_freq,0.0771,GHz
synthesis,synth-xor-area-share,0.0994,
timing,clock_skew,0.00896,ns
floorplanning,die_area,0.0349,mm2
floorplanning,io_pins,77,
synthesis,synth_cells,1617,
timing,tns,0,ns
clock_tree,cts_hold_buf,0,
global_route,grt_max_degree,33,
synthesis,adder_share,0.415,
setup_path,cp.buffers_inverters,5,
setup_path,cpMostUsedCell,"fa_1",
setup_path,critPathSlowestCell,"clkdlybuf4s50_1",
floorplanning,core,0.0335,mm2
setup_path,arrival,9.39,ns
timing,final_max_slew_viol_count,0,
setup_path,crit_path_max_fanout,10,
setup_path,slowest_delay,0.74,ns
clock_tree,cts-root-buf,"clkbuf_16",
clock_tree,post_cts_buffers,0,
floorplanning,die_h,187,um
clock_tree,tritoncts,"built",
timing,final.setup.worst_slack,4.93,ns
routing,wl_per_cell,15.2,um
timing,relSlewSlack,0.561,
global_route,grt_pass1_vias,10860,
synthesis,synth_area,0.0137,mm2
timing,rsz0062_at_grt,"false",
synthesis,synth_top_flop_cell,"dfxtp_1",
routing,vias,11091,
layout,comb_area,0.0114,mm2
synthesis,synth-edff-count,0,
timing,finalCriticalPeriod,12.97,ns
synthesis,mux_area_frac,0.0111,
synthesis,synth_flops,65,
place,place_hpwl,27400,um
timing,setup_viol,0,
synthesis,ys_area,0.0137,mm2
power,peakVddDrop,0.0757,mV
routing,drtAntennaViolNets,0,
setup_path,cp-end-kind,"primary output",
layout,fill_cells,3258,
setup_path,crit_chain,"clkdlybuf4s50_1, nand2_1, fa_1, inv_1, fa_1, fa_1, fa_1, inv_1, fa_1, inv_1, ha_1, and3_1, a21oi_1, a311oi_1, o21a_1, o21a_1, o311ai_0, clkdlybuf4s50_1",
synthesis,synthDistinctLibCells,82,
global_route,grt_usage,0.202,
clock_tree,clk_latency,0.34,ns
power,power_density,60.2,mW/mm2
layout,fin_util,0.456,
floorplanning,fp_util,0.407,
clock_tree,htreeDepth,3,
clock_tree,ctsResizeCount,0,
synthesis,async_flop_share,0,
floorplanning,die_x,187,um
synthesis,postSynthAreaPerCell,8.45,um2
timing,period_used_share,0.725,
layout,final_common_cell,"ha_1",
synthesis,yosysWarnings,1,
place,gp_congestion,0.916,
timing,tightestPinTransition,0.652,ns
setup_path,crit_required,14.32,ns
clock_tree,clock_path_buffers,2,
clock_tree,cts_sinks,65,
run,maxCapViolCount,0,
synthesis,ys_seq_frac,0.0953,
status,status,"completed",
power,leakage,7.49,nW
min_path,min_path_type,"register to register",
clock_tree,numCtsBuffers,9,
routing,diodes,0,
clock_tree,clkTransAtPathRegs,0.05,ns
layout,lay_top_cells,"243 x ha_1, 225 x inv_1, 131 x nor2_1, 131 x fa_1, 108 x nand2_1",
setup_path,worstSetupStartpointType,"input port",
place,io_buffers,76,
layout,area_growth,11.8,%
path summary, 6_finish.rpt:
kind	start	to	slack [ns]	cells past startpoint
worst max-delay path	wt_lg[2]	address_lg[16]	4.93	18
worst min-delay path	OFFSET_X1[8]$_SDFFE_PP0P_	OFFSET_X1[8]$_SDFFE_PP0P_	0.53	2
worst max register to register	OFFSET_X2[6]$_SDFFE_PP0P_	OFFSET_Y2[7]$_SDFFE_PP0P_	14.83	9
worst min register to register	OFFSET_X1[8]$_SDFFE_PP0P_	OFFSET_X1[8]$_SDFFE_PP0P_	0.53	2
flip-flops by register name, indices dropped and copies added (netlist names):
signal	cells
OFFSET_Y2	9
conv_done	1
OFFSET_X1	9
ADDRY	9
ADDRX	9
count2	10
OFFSET_X2	9
OFFSET_Y1	9
cells in the mapped netlist (4+ instances only):
master,instances,area share
o211ai_1,10,0.0055
xor2_1,43,0.028
nor3_1,34,0.012
a22o_1,6,0.0038
fa_1,131,0.19
nand2b_1,21,0.0096
nand4_1,18,0.0082
nand3_1,38,0.014
o21bai_1,16,0.0088
and2_1,47,0.022
buf_2,5,0.0018
nor4_1,9,0.0041
buf_4,4,0.0022
ha_1,243,0.22
or3_1,12,0.0055
a21oi_1,91,0.033
xnor2_1,105,0.067
inv_1,225,0.062
o21ai_0,38,0.014
dfxtp_1,65,0.095
or2_2,8,0.0037
o21a_1,15,0.0082
mux2i_1,14,0.010
nand3b_1,6,0.0033
clkinv_1,7,0.0019
a211oi_1,6,0.0033
nand2_1,108,0.030
and3_1,16,0.0073
nor2_1,131,0.036
a31oi_1,10,0.0046
nor2b_1,16,0.0073
clkbuf_1,12,0.0033
a21o_1,23,0.013
o21ai_1,14,0.0051
per-stage QoR:
step           area, um2  hold WS, ns  instances  power (W)
6_report           15300        0.529       2151   0.000919
5_1_grt            15300        0.552       2151    0.00103
4_1_cts            15300        0.529       2151   0.000931
3_5_place_dp       15000        0.521       2135   0.000754
3_3_place_gp       15000        0.520       2135   0.000749
2_1_floorplan      13700        0.432       1617   0.000629
per-layer routing:
metal  vias to the layer above  global-route usage  share of wire
met5                         -                   0              0
met2                       250               0.318           0.44
li1                       5639                   -              -
met3                        21              0.0371          0.058
met1                      5181               0.307           0.49
met4                         0              0.0173         0.0087
logic make-up (layout without fill, tap and decap cells):
kind of cell / count (synthesis) / after routing
adder cells (fa/ha/maj): 374 / 374
flip-flops: 65 / 65
other: 1 / 1
multiplexers: 15 / 15
XOR/XNOR: 151 / 151
AND-OR/OR-AND: 271 / 271
AND/OR/NAND/NOR: 483 / 483
buffers and inverters: 257 / 343
power breakdown:
part	total [W]	internal, W	switching (W)
Clock	0.000169	0.0000977	0.0000711
Sequential	0.000146	0.000145	0.000000974
Combinational	0.000604	0.000282	0.000323
layout make-up:
class / instances / area share
Multi-Input combinational cell: 1295 / 0.744
Sequential cell: 65 / 0.0852
Inverter: 235 / 0.0577
Timing Repair Buffer: 92 / 0.0577
Tap cell: 448 / 0.0367
Clock buffer: 10 / 0.0156
Clock inverter: 6 / 0.00278
worst register-to-register path, delay by kind of cell, from the launching register on:
family,cells,cell delay [ns]
multiplexers,1,0.27
AND/OR/NAND/NOR,5,1.64
adder cells (fa/ha/maj),1,0.37
flip-flops,1,0.39
AND-OR/OR-AND,2,0.28
Power and IR drop assume default switching activity.
