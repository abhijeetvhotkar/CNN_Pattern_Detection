==> /design/flow/design.v <==
`timescale 1ns / 1ps
module address_l1(
  	input clk,
	input rst,
	input en,
	input [8:0] ht_sm,
	input [8:0] ht_lg,
	input [8:0] wt_sm,
	input [8:0] wt_lg,
	input [9:0] count,
	output [17:0] address_lg,
	output reg conv_done
    );
	wire [8:0] addrx, addry;
	reg [8:0] ADDRX, ADDRY;
	reg [8:0] OFFSET_X, OFFSET_Y;
	assign addrx = ADDRX + OFFSET_X;
	assign addry = ADDRY + OFFSET_Y;
	assign address_lg = addrx + addry*wt_lg;
	always@(posedge clk) begin
		if(rst) begin
			ADDRX <= 0;
			ADDRY <= 0;
			OFFSET_X <= 0;
			OFFSET_Y <= 0;
			conv_done <= 0;
		end
		else if(en) begin
			if(ADDRX < (wt_sm-1)) begin
				ADDRX <= ADDRX + 1;
				conv_done <= 0;
			end
			else begin
				ADDRX <= 0;
				if(ADDRY < (ht_sm-1)) begin
					ADDRY <= ADDRY + 1;
				end
				else begin
					ADDRY <= 0;
				end
			end
			if (count==(ht_sm*wt_sm-1)) begin
				if(OFFSET_X < (wt_lg-wt_sm)) begin
					OFFSET_X <= OFFSET_X + 1;
				end
				else begin
					OFFSET_X <= 0;
					if(OFFSET_Y < (ht_lg-ht_sm)) begin
						OFFSET_Y <= OFFSET_Y + 1;
					end
					else begin
						ADDRX <= 0;
						ADDRY <= 0;
						OFFSET_X <= 0;
						OFFSET_Y <= 0;
						conv_done <= 1;
					end
				end
			end
		end
	end
endmodule
==> /design/flow/run.sh <==
#!/bin/bash
# OpenROAD 26Q1-2900-gdf79404cd8, Yosys 0.63+post, stock flow scripts
make -C /OpenROAD-flow-scripts/flow DESIGN_CONFIG=/design/flow/config.mk WORK_HOME=/design/flow/orfs finish
==> /design/flow/config.mk <==
export PLATFORM = sky130hd
export DESIGN_NAME = address_l1
export DESIGN_NICKNAME = address_l1
export VERILOG_FILES = /design/flow/design.v
export SDC_FILE = /design/flow/constraint.sdc
export NUM_CORES = 4
export LEC_CHECK = 1
export CORE_UTILIZATION = 50
==> /design/flow/constraint.sdc <==
current_design address_l1

set clk_period 10.6
set clk_io_pct 0.2

create_clock -name clk0 -period $clk_period [get_ports {clk}]

set non_clock_inputs [all_inputs -no_clocks]
set_input_delay [expr $clk_period * $clk_io_pct] -clock clk0 $non_clock_inputs
set_output_delay [expr $clk_period * $clk_io_pct] -clock clk0 [all_outputs]
==> run notes <==
The flow run is done. The flow ran to the end, and the final reports show no timing, DRC or antenna violations. Per the skew report, the later register of the worst-skew pair sees a clock latency of 0.28 ns. The synthesis report names the predominant flop master as dfxtp_1. DRC violations left landed at 0. The synthesized design contains 37 register bits.

Share of flip-flops with an asynchronous set or reset after synthesis landed at 0%. Mean area per synthesized cell landed at 8.22 um2. Multi-input combinational cell area landed at 8700 um2.

Cell area after technology mapping landed at 10,200 um2. Across the whole layout, storage elements account for 741 um2. The critical path in the final layout is reported with a setup slack of 0.395 ns.

The flow reports an fmax of 98.0 MHz. For this configuration, the core starts out at a cell density of 51.7%. Setup slack of the worst register-to-register path landed at 7.32 ns.

Number of DRC violations after detailed-routing iteration 0 landed at 234. Detailed routing inserted a total of 8,457 vias. Distinct cell type count of the synthesized netlist landed at 68. Looking at area per cell type in the netlist, the leader is fa_1. The routed design shows a via density per instance of 5.39.

In this run, post-CTS repair resized a total of 0 instances. STA classifies the critical path endpoint as an output port. Total core area landed at 19,800 um2. The worst setup path is launched from an input pin. Yosys stat cell total landed at 1,245. Looking at the max-slew report, the worst-margin pin has a slew of 0.831 ns. Required time of the critical path landed at 8.48 ns. OpenSTA, run right after detailed placement, puts the worst setup slack at 0.354 ns.

Cells with a size suffix above 1 make up 3.15% of the layout. Worst IR drop on VDD landed at 0.403 mV. The worst hold path belongs to the class flop to flop. The warning tally printed by Yosys for this design is 1.

Post-detailed-route count of antenna-violating nets landed at 0. By count the netlist is led by 179 x ha_1, 177 x inv_1, 126 x nand2_1. Max fanout on the critical path was recorded as 10. Total power after layout landed at 0.00156 W. Tool warning count landed at 25. Initial antenna violation count landed at 1. Buffer and inverter count on the worst path landed at 6. Die outline width landed at 145 um. In this design, the stage delay of the slowest critical-path cell is 0.59 ns. For this run the top cell type by instance count after synthesis was ha_1. Final hold slack landed at 0.489 ns.

The via count of the first global-routing pass is 8,466. The cell sequence reported for the critical path is clkdlybuf4s50_1 -> nor2b_1 -> fa_1 -> fa_1 -> inv_1 -> fa_1 -> inv_1 -> fa_1 -> inv_1 -> fa_1 -> inv_1 -> ha_1 -> or3_1 -> o211ai_1 -> a31oi_1 -> and2_1 -> o21ai_0 -> nand2b_1 -> a21o_1 -> a21oi_1 -> xnor2_1 -> clkdlybuf4s50_1. Synthesized netlist cell count landed at 1,245.

The tree is rooted in a clkbuf_16. The worst setup path is of the input pin to output port kind. The worst-case max-slew headroom was logged as 44.4%. Power density over cell area landed at 137 nW/um2. Final global-route overflow total landed at 0. Looking at the post-CTS report, the setup buffer insertion count equals 0.

Pin count of the biggest net entering global routing landed at 25. Overall fraction of global-route tracks in use landed at 25.2%. The final critical path takes up 96.3% of the cycle. The critical path's slowest stage uses the library cell clkdlybuf4s50_1. Number of clock sinks landed at 37. For this run, the detailed router's first-pass iteration total came to 4. Critical path data arrival time landed at 8.09 ns. The congestion estimate from routability-driven global placement came to 0.929. The placed instances occupy a cell area of 11,200 um2. Yosys mapped a number of flops with a built-in enable equal to 0.

Fraction of synthesized cell area taken by the top area cell type landed at 21.9%. Area of the synthesized netlist per yosys stat landed at 10,200 um2. TritonCTS built the clock tree. In this run the full chip footprint comes out at 21,000 um2.

Looking at the worst setup and hold paths, the clock pins of their registers show a slew of 0.05 ns. Shortest period the worst path allows landed at 10.21 ns. In this run the deepest clock path goes through 2 buffers. Fill cells in the final layout number 1,855.

Per STA, the library cell used most along the worst path is fa_1. Sequential cells were found to cover 7.24% of the synthesized design area. The final layout reports a setup TNS of 0 ns. In this run the count of I/O pins placed on the die edge is 68. Post-route cell area landed at 11,400 um2. In this run the vertical extent of the chip is 145 um. Max-capacitance violation count landed at 0. Max-slew violation total from the final report landed at 0. Across the routed clock network, the largest skew measured is 0.00350 ns. Count of hold-fix buffers inserted at cts landed at 0. The routed design shows a wire length per standard cell of 15.5 um. The first global-routing pass estimated 41,300 um of wire. The number of clock buffers added by TritonCTS is 5. The final hold violation count recorded for this run is 0. The wire-length estimate of the detail-placed layout is 20,900 um. By area the synthesized netlist is led by fa_1 22%, ha_1 22%, dfxtp_1 7.2%. Setup violations remaining at the end of the flow were counted as 0. On the critical path the largest part of the delay comes from adder cells. Row generation in the floorplan step produced 51 rows.

Area overhead of the layout relative to synthesis landed at 11.1%. The clock H-tree reported by CTS has 2 levels. Setup repair after global routing left no endpoint under its margin.

Cell leakage power landed at 5.65 nW. Number of buffer cells added on primary ports landed at 67. The final layout contains routed wiring with a total length of 24,300 um.
==> report_power, final <==
group / internal [W] / switching (W) / total, W
registers: 0.000140 / 0.00000146 / 0.000141
logic: 0.000512 / 0.000747 / 0.00126
clock network: 0.0000996 / 0.0000580 / 0.000158
total: 0.000751 / 0.000807 / 0.00156
==> logic make-up after synthesis <==
kind of cell             count (synthesis)  share of synthesized area [%]
AND/OR/NAND/NOR                        404                           20.0
multiplexers                             2                          0.196
flip-flops                              37                           7.24
XOR/XNOR                                86                           7.49
adder cells (fa/ha/maj)                291                           43.8
buffers and inverters                  210                           7.79
AND-OR/OR-AND                          215                           13.5
==> stage by stage <==
stage	cells	util, %
floorplan	1245	-
global placement	1559	56.7
detailed placement	1559	56.7
CTS	1567	57.5
global route	1567	57.5
finish	1568	57.5
==> state kept, by name (all words and copies together) (netlist names) <==
signal / flops
OFFSET_Y: 9
ADDRX: 9
OFFSET_X: 9
ADDRY: 9
conv_done: 1
==> per-layer routing <==
| layer | vias up | global-route usage [%] | share of wire (%) | routed length [um] |
|---|---|---|---|---|
| li1 | 4290 | - | - | - |
| met1 | 4013 | 34.9 | 43 | 10500 |
| met2 | 127 | 43.8 | 51 | 12400 |
| met3 | 27 | 2.79 | 3.0 | 740 |
| met4 | 0 | 5.47 | 2.6 | 629 |
| met5 | - | 0 | 0 | 0 |
==> path summary, 6_finish.rpt <==
check | start | endpoint | cells past startpoint
worst max-delay path | wt_lg[5] | address_lg[17] | 22
worst min-delay path | conv_done | conv_done | 2
worst max register to register | ADDRX[1] | ADDRX[5] | 11
worst min register to register | conv_done | conv_done | 2
==> tightest hold or removal path, cell delays in order (launching register included) <==
cell and delay, ns:
dfxtp_1 0.32, a21oi_1 0.06, nor2_1 0.07
==> area by class of cell <==
class / instances / share of cell area (%)
antenna: 1 / 0.0220
clock buffer: 7 / 1.34
clock inverter: 1 / 0.0440
inverter: 178 / 5.87
multi-input combinational: 998 / 76.5
sequential: 37 / 6.51
tap: 265 / 2.92
timing repair buffer: 81 / 6.82
==> layout by cell type (no fill, tap or decap), types with 4 or more instances in the layout <==
master           netlist  routed
o211ai_1              11      11
nor3_1                25      25
and2_1                52      52
o21a_1                12      12
a21o_1                13      13
fa_1                 112     112
ha_1                 179     179
buf_4                  0      14
clkdlybuf4s50_1        0      67
or2_2                  4       4
nand2_1              126     126
o21ai_0               58      58
dfxtp_1               37      37
and3_1                13      13
xnor2_1               59      59
or4b_2                 4       4
nand4_1               10      10
a22o_1                 7       7
nor2b_1               12      12
clkbuf_16              0       5
xor2_1                26      26
or3_1                  6       6
nor2_1                76      76
o21bai_1              12      12
a31oi_1                5       5
a21oi_1               59      59
nand2b_1              20      20
nor4_1                13      13
a211oi_1               6       6
nand3_1               22      22
inv_1                177     177
No activity file was given, so power comes from the tool's default toggle rates.
